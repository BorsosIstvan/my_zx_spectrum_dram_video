===== ./design.v =====
module timing_1024x768_flow(
    input  clk_pixel,        
    input  resetn,
    output reg hsync,
    output reg vsync,
    output reg de,           
    output reg [11:0] hcount,
    output reg [11:0] vcount
);
    localparam H_ACTIVE    = 1024;
    localparam H_FRONT     = 24;
    localparam H_SYNC      = 136;
    localparam H_BACK      = 160;
    localparam H_TOTAL     = H_ACTIVE + H_FRONT + H_SYNC + H_BACK;  
    localparam V_ACTIVE    = 768;
    localparam V_FRONT     = 3;
    localparam V_SYNC      = 6;
    localparam V_BACK      = 29;
    localparam V_TOTAL     = V_ACTIVE + V_FRONT + V_SYNC + V_BACK;  
    always @(posedge clk_pixel or negedge resetn) begin
        if(!resetn) begin
            hcount <= 0;
            vcount <= 0;
        end else begin
            if(hcount == H_TOTAL-1) begin
                hcount <= 0;
                if(vcount == V_TOTAL-1)
                    vcount <= 0;
                else
                    vcount <= vcount + 1;
            end else begin
                hcount <= hcount + 1;
            end
        end
    end
    always @(posedge clk_pixel) begin
        hsync <= (hcount >= (H_ACTIVE + H_FRONT)) &&
                 (hcount <  (H_ACTIVE + H_FRONT + H_SYNC));
        vsync <= (vcount >= (V_ACTIVE + V_FRONT)) &&
                 (vcount <  (V_ACTIVE + V_FRONT + V_SYNC));
        de    <= (hcount < H_ACTIVE) && (vcount < V_ACTIVE);
    end
endmodule

===== ./constraint.sdc =====
current_design timing_1024x768_flow

set clk_period 2.4
set clk_io_pct 0.2

create_clock -name clk0 -period $clk_period [get_ports {clk_pixel}]

set non_clock_inputs [all_inputs -no_clocks]
set_input_delay [expr $clk_period * $clk_io_pct] -clock clk0 $non_clock_inputs
set_output_delay [expr $clk_period * $clk_io_pct] -clock clk0 [all_outputs]

===== ./run.sh =====
#!/bin/bash
# OpenROAD 26Q1-2900-gdf79404cd8, Yosys 0.63+post, stock flow scripts
make -C /OpenROAD-flow-scripts/flow DESIGN_CONFIG=/design/flow/config.mk WORK_HOME=/design/flow/orfs finish

===== ./config.mk =====
export PLATFORM = sky130hd
export DESIGN_NAME = timing_1024x768_flow
export DESIGN_NICKNAME = timing_1024x768_flow
export VERILOG_FILES = /design/flow/design.v
export SDC_FILE = /design/flow/constraint.sdc
export NUM_CORES = 4
export LEC_CHECK = 1
export CORE_UTILIZATION = 30

==> metrics.cfg <==
[clocking]
insertion_delay_ns = 0.26
cts_resized = 0
htreeDepth = 1
root_buffer_selected_by_cts = sky130_fd_sc_hd__clkbuf_8
post_cts_buffers = 0
cts_inserted_buffers = 3
postCtsHoldBufs = 0
tritoncts = done
ctsLongestPathBuffers = 2
cts.sink_count = 27
path_clk_slew_ns = 0.09

[synthesis]
synth-cells-yosys = 131
area_leaders = sky130_fd_sc_hd__dfrtp_1 44%, sky130_fd_sc_hd__xnor2_1 5.7%, sky130_fd_sc_hd__ha_1 4.6%
seq_area_frac_synth_pct = 48.2
synth_flop_count = 27
synth.top_cell.area_share_pct = 43.8
synthesis.yosys.warnings = 1
yosysChipArea_um2 = 1370
synthesis.area_um2 = 1370
count_of_cell_types_in_the_netlist = 34
syn-mean-instance-area_um2 = 10.5
cell_type_with_the_highest_aggregate_area_in_the_netlist = sky130_fd_sc_hd__dfrtp_1
syn_inst = 131

[sta]
timing.final.max_slew_violations = 0
max_slew.worst_pin.slew_ns = 0.477
grt_setup_unrepaired = no
final.setup_skew_ns = 0.00354
headroom_to_the_max_slew_limit_pct = 67.9
achievable_frequency_mhz = 516
period_minus_slack_ns = 1.94
worst_hold_slack_ns = 0.512
finalCritPeriodShare_pct = 80.7
report.final.hold_viol_count = 0
setup_tns_ns = 0
setup_slack_ns = 0.463
final-setup-viol-count = 0

[die]
core_area_um2 = 4380
chipHeight_um = 69.6
design.portCount = 29
chip_area_um2 = 4850
die.size.x_um = 69.6
initial_core_util_pct = 31.3
placementRows = 24

[routing]
routed_via_density = 5.11
post_drt_wl_per_cell_um = 13.3
number_of_optimization_iterations_in_the_first_detailed_route_pass = 4
drt-initial-drc-count = 74
route.antenna.diode_count = 0
dr_total_vias = 1084
remaining_drc_errors = 0
final_antenna_net_count = 0
totalWireLength_um = 2830

[critical_path]
critPathCapture = vcount[0]$_DFFE_PN0N_
timing.critical_path.fanout_max = 9
critical_path_cell_count = 5
max_stage_delay_ns = 0.56
reg2reg_depth = 5
critical_path.endpoint_type = register
worst_path_buf_inv = 1
crit_path_top_delay_cell = sky130_fd_sc_hd__or3b_1
critical_path.startpoint_type = register
timing.setup.critical_path_class = reg2reg
worst_ep_arrival_time_ns = 2.13
timing.rr.start = hcount[9]$_DFF_PN0_
critPathRequiredTime_ns = 2.60
cpLargestDelayFamily = simple AND/OR/NAND/NOR gates
path_cells = or3b_1, nor4_4, buf_4, nand2_1, mux2i_1
ff2ff_setup_slack_ns = 0.46
setup.worst_path.start = hcount[9]$_DFF_PN0_
crit-reg2reg-capture = vcount[0]$_DFFE_PN0N_

[status]
status = finished clean

[place]
dp_hpwl_um = 2060
final_replace_weighted_congestion = 0.816
placed_cells = 208
pre_cts_slack_ns = 0.470
io_buffer_count = 28
placedInstanceArea_um2 = 1700

[job]
warnings = 29
max_cap_violations = 0

[pwr]
pwr_density_cell_nw_per_um2 = 408
worst_ir_drop_vdd_mv = 0.185
totalPowerFinal_uw = 711
power_leakage_nw = 0.727

[layout]
layout-area-overhead-vs-synth_pct = 27.0
layout-drive-gt1-share_pct = 5.63
fin_util_pct = 39.7
finalNonFillerCells = 212
total_non_filler_cell_area_in_the_finished_layout_um2 = 1740

[global_routing]
global_route_wire_length_before_repair_um = 4900
antenna_found_initial = 0
grt_usage_pct = 12.5
grt_pass1_vias = 1030
grt_overflow_total = 0
maximum_number_of_pins_on_one_net_before_global_route_repair = 25

[hold_path]
hold_path_class = reg2reg

how the worst min path moves through the flow:
| stage | slack [ns] | endpoint | cells after the start | start |
|---|---|---|---|---|
| 4_1_cts | 0.52 | vcount[11]$_DFFE_PN0N_ | 1 | vcount[11]$_DFFE_PN0N_ |
| 5_1_grt | 0.55 | vcount[11]$_DFFE_PN0N_ | 1 | vcount[11]$_DFFE_PN0N_ |
| 6_report | 0.51 | vcount[11]$_DFFE_PN0N_ | 1 | vcount[11]$_DFFE_PN0N_ |
kinds of logic (layout without fill, tap and decap cells):
family                   count (synthesis)  after routing  share of synthesized area (%)
XOR/XNOR                                12             12                           7.66
adder cells (fa/ha/maj)                  5              5                           4.56
multiplexers                             3              3                           2.19
buffers and inverters                   12             41                           4.47
flip-flops                              27             27                           48.2
AND/OR/NAND/NOR                         53             53                           23.9
AND-OR/OR-AND                           19             19                           9.03
area by class of cell:
| type | count | area [µm²] |
|---|---|---|
| inverters | 7 | 26.3 |
| fillers | 423 | 2640 |
| well taps | 52 | 65.1 |
| repair buffers | 30 | 295 |
| multi-input cells | 92 | 649 |
| flip-flops and latches | 27 | 661 |
| clock buffers | 4 | 45.0 |
where the power goes:
part / internal (mW) / switching, mW
Clock: 0.119 / 0.129
Combinational: 0.00249 / 0.00763
Sequential: 0.454 / 0
Total: 0.575 / 0.137
cells in the mapped netlist, drive strengths merged:
| cell type | n |
|---|---|
| a31o | 1 |
| nor2 | 5 |
| xnor2 | 9 |
| buf | 3 |
| and3 | 3 |
| mux2i | 3 |
| a31oi | 2 |
| nand4 | 10 |
| nand3 | 9 |
| xor2 | 3 |
| o21ai | 4 |
| nor2b | 1 |
| o31ai | 2 |
| or3b | 2 |
| a2111oi | 2 |
| a21oi | 5 |
| a2bb2oi | 1 |
| nor3 | 4 |
| dfxtp | 3 |
| nand2b | 2 |
| dfrtp | 24 |
| nor4 | 3 |
| ha | 5 |
| o211ai | 1 |
| and4b | 1 |
| inv | 7 |
| and2 | 3 |
| nand2 | 8 |
| nor4b | 2 |
| clkbuf | 2 |
| a221oi | 1 |
registers in the layout (all words and copies together) (netlist names):
register and count:
hcount 12, vsync 1, hsync 1, de 1, vcount 12
cells in the final DEF (no fill, tap or decap), types with 5 or more instances in the layout:
cell / n
sky130_fd_sc_hd__a21oi_1: 5
sky130_fd_sc_hd__nor2_1: 5
sky130_fd_sc_hd__clkdlybuf4s50_1: 28
sky130_fd_sc_hd__nand4_1: 10
sky130_fd_sc_hd__xnor2_1: 9
sky130_fd_sc_hd__nand2_1: 8
sky130_fd_sc_hd__nand3_1: 9
sky130_fd_sc_hd__inv_1: 7
sky130_fd_sc_hd__dfrtp_1: 24
sky130_fd_sc_hd__ha_1: 5
worst register-to-register path, stage by stage, from the launching register on:
cell,delay [ns]
sky130_fd_sc_hd__dfrtp_1,0.45
sky130_fd_sc_hd__or3b_1,0.56
sky130_fd_sc_hd__nor4_4,0.45
sky130_fd_sc_hd__buf_4,0.24
sky130_fd_sc_hd__nand2_1,0.06
sky130_fd_sc_hd__mux2i_1,0.12
routing by layer:
layer  global-route usage [%]  wire length (µm)
met5                        0                 0
met4                     1.56                14
met3                     2.80               148
met2                     17.8              1270
met1                     21.0              1400
Power and IR drop assume default switching activity.
