### /design/flow/run.sh
#!/bin/bash
# OpenROAD 26Q1-2900-gdf79404cd8, Yosys 0.63+post, stock flow scripts
make -C /OpenROAD-flow-scripts/flow DESIGN_CONFIG=/design/flow/config.mk WORK_HOME=/design/flow/orfs finish
### /design/flow/config.mk
export PLATFORM = sky130hd
export DESIGN_NAME = video_ram_datapijp
export DESIGN_NICKNAME = video_ram_datapijp
export VERILOG_FILES = /design/flow/design.v
export SDC_FILE = /design/flow/constraint.sdc
export NUM_CORES = 4
export LEC_CHECK = 1
export CORE_UTILIZATION = 30
### /design/flow/constraint.sdc
current_design video_ram_datapijp

set clk_period 3.6
set clk_io_pct 0.2

create_clock -name clk0 -period $clk_period [get_ports {clk}]

set non_clock_inputs [all_inputs -no_clocks]
set_input_delay [expr $clk_period * $clk_io_pct] -clock clk0 $non_clock_inputs
set_output_delay [expr $clk_period * $clk_io_pct] -clock clk0 [all_outputs]
### /design/flow/design.v
module video_ram_datapijp (
    input clk,
    input resetn,
    input de,                
    output reg [23:0] rgb,       
    input [7:0] dout_video,
    output reg [12:0] ad_video
);
    localparam HOR_PIXELS = 1024;
    localparam VER_PIXELS = 768;
    reg [11:0] hcount = 0;
    reg [11:0] vcount = 0;
    wire [7:0] h = hcount[9:2];
    wire [7:0] v = vcount[9:2];
    wire [13:0] pix_addr  = { v[7:6], v[2:0], v[5:3], h[7:3] };
    wire [13:0] attr_addr = 6144 + {v[7:3], h[7:3]};  
    wire [2:0] bitpos = 8 - h[2:0];
    reg [7:0] pixel_byte, pixel_byte_d;
    reg [7:0] attr_byte, attr_byte_d;
    reg [1:0] read_phase;
    always @(posedge clk) begin
        if (!resetn) begin
            hcount <= 0;
            vcount <= 0;
            ad_video <= 0;
        end else if (de) begin
            case (read_phase)
            0: begin
            ad_video <= pix_addr;
            pixel_byte <= dout_video;
            read_phase <= 1;
            end
            1: begin
            ad_video <= attr_addr;
            attr_byte <= dout_video;
            read_phase <= 0;
            end
            endcase
            pixel_byte_d <= pixel_byte;
            attr_byte_d <= attr_byte;
            rgb <= pixel_byte_d[bitpos] ? {
                attr_byte[2] ? 8'hC0 : 8'h00, 
                attr_byte[1] ? 8'hC0 : 8'h00, 
                attr_byte[0] ? 8'hC0 : 8'h00} : {
                attr_byte[5] ? 8'hC0 : 8'h00, 
                attr_byte[4] ? 8'hC0 : 8'h00, 
                attr_byte[3] ? 8'hC0 : 8'h00} ;
            if (hcount == HOR_PIXELS-1) begin
                hcount <= 0;
                vcount <= (vcount == VER_PIXELS-1) ? 0 : vcount + 1;
            end else begin
                hcount <= hcount + 1;
            end
        end
    end
endmodule
==> out/qor.txt <==
outcome -> finished clean
CP required -> 3.86 ns
Seq share, synth -> 55.4%
CTS H-Tree Depth -> 3
Chip Area, Yosys -> 2770 um^2
initial antenna violation count -> 0
Final Max Tran Viols -> 0
CTS max path bufs -> 2
Yosys Warn Count -> 1
Worst Path Max Fanout -> 16
FF-to-FF End -> vcount[10]$_SDFFE_PN0P_
Die Width -> 98.0 um
Vias -> 1904
switching power -> 0.302 mW
Filler cells -> 832
pre-CTS worst setup slack -> 0.503 ns
endpoints failing setup -> 0
worst r2r src -> hcount[2]$_SDFFE_PN0P_
IO Port Bufs -> 29
post-cts sizing count -> 0
CP endpoint kind -> flip-flop
fin crit share -> 76.9%
vias in the first global route -> 1746
worst hold slack -> 0.416 ns
Inserted Clock Buffers -> 9
Post-synth regs -> 64
Seq pwr share -> 51.5%
DRC -> 0
final WL -> 4790 um
first-pass GRT wire length -> 8290 um
logic gate share of total power -> 2.6%
GRT Residual Overflow -> 0
core area -> 8810 um^2
GP Congestion -> 0.831
clk latency late pin -> 0.34 ns
asr flop ratio synth -> 0%
setup TNS -> 0 ns
Cell Int Power -> 1.17 mW
r2r setup slk -> 1.19 ns
Final HPWL DP -> 3370 um
fmax -> 361 MHz
hold_buf cts -> 0
Setup Buffers After CTS -> 0
count of library flops with an enable pin -> 25
RSZ-0062 raised after global routing -> no
Dominant flop cell -> dfxtp_1
placed insts -> 391
antenna viol nets, final -> 0
switching share of power -> 20.6%
Reg2Reg Depth -> 5
Max Cap Violations -> 0
CTS tree -> yes
Via-to-Cell Ratio -> 4.68
Area growth syn-to-layout -> 19.4%
# IOs -> 48
Die Ht -> 98.0 um
DRT iter0 DRCs -> 88
Post-Synthesis Cell Area -> 2770 um^2
fp util -> 31.4%
cell area power density -> 444 nW/um^2
Max-slew headroom -> 65.8%
CTS sink cnt -> 64
Max IR drop VDD -> 0.209 mV
Antenna diodes -> 0
Mapped Cells -> 265
total iterations of the first detailed-routing run -> 21
clk slew on worst S/H paths -> 0.07 ns
tool warnings -> 26
Cell Type Count -> 46
design area -> 3300 um^2
total track usage -> 10.8%
endpoints failing hold -> 0
Final WS setup -> 0.832 ns
Period minus WS final -> 2.77 ns
Worst EP arrival -> 3.02 ns
Startpoint Class -> input port
Worst Clk Skew -> 0.00643 ns
largest net degree at the start of global routing -> 17
CP Class -> in2reg
Rows -> 34
Syn Area/Cell -> 10.4 um^2
CTS Root Cell -> clkbuf_8
chip area -> 9610 um^2
Avg WL per Cell -> 11.8 um
Finished Layout Cells -> 407
worst hold stages -> 0
Clock power frac -> 45.9%
yosys stat cell total -> 265
share of layout cells above drive strength 1 -> 9.36%
hold path endpoint -> pixel_byte_d[3]$_DFFE_PN_
min-delay src -> pixel_byte[3]$_DFFE_PP_
Slew @ Worst Pin -> 0.506 ns
Leak -> 1.14 nW
Worst Hold Class -> reg2reg
placed cell areas -> 3080 um^2
==> how the worst max path moves through the flow <==
stage | slack [ns] | startpoint | cells past startpoint | to
CTS | 0.87 | de | 5 | vcount[10]$_SDFFE_PN0P_
global route | 0.69 | de | 5 | vcount[6]$_SDFFE_PN0P_
finish | 0.83 | de | 5 | vcount[10]$_SDFFE_PN0P_
==> cells by family (layout without fill, tap and decap cells) <==
| kind of cell | Yosys count | after routing | share of synthesized area, % |
|---|---|---|---|
| flops | 64 | 64 | 55.4 |
| xor+xnor | 8 | 8 | 2.53 |
| buf+inv | 39 | 56 | 8.23 |
| other cells | 1 | 18 | 0.136 |
| mux | 12 | 12 | 5.43 |
| fa+ha+maj | 4 | 4 | 1.81 |
| compound gates | 43 | 43 | 9.45 |
| simple gates | 94 | 94 | 17.1 |
==> metal layers <==
layer / up-vias / part of all wire, % / global-route usage (%)
met4: 0 / 2.0 / 1.98
met1: 880 / 49 / 17.0
li1: 963 / - / -
met2: 53 / 44 / 15.9
met3: 8 / 5.1 / 2.54
met5: - / 0 / 0
==> sequential cells by signal, indices dropped and copies added (netlist names) <==
| register | flops |
|---|---|
| hcount | 12 |
| pixel_byte_d | 8 |
| vcount | 12 |
| read_phase | 2 |
| pixel_byte | 8 |
| rgb | 3 |
| attr_byte | 6 |
| ad_video | 13 |
==> critical path, cell delays in order <==
cell,delay [ns]
clkdlybuf4s50_1,0.65
nand3_1,0.16
or4_1,0.75
or4_1,0.57
a21oi_1,0.17
==> metrics by stage <==
stage	power, mW	util [%]
2_1_floorplan	0.805	-
3_3_place_gp	0.811	35.0
3_5_place_dp	0.811	35.0
4_1_cts	1.49	37.5
5_1_grt	1.53	37.5
6_report	1.47	37.5
==> layout by cell type, fill, tap and decap left out, drive strengths merged, types with 10 or more instances in the layout <==
cell / instances
nor2: 15
nand2: 33
edfxtp: 25
clkbuf: 10
a21oi: 21
nand3: 11
dfxtp: 39
clkdlybuf4s50: 29
conb: 18
==> power by group through the flow <==
stage                 Sequential [mW]  Combinational, mW  Clock (mW)
final                           0.757             0.0375       0.674
after global routing            0.757             0.0422       0.731
after CTS                       0.757             0.0383       0.692
==> cell usage after synthesis (all sizes together), types with 4 or more instances <==
| cell type | n | area (um^2) |
|---|---|---|
| a21oi | 21 | 105 |
| clkbuf | 8 | 30.0 |
| and3 | 7 | 43.8 |
| o21ai | 7 | 35.0 |
| nand2 | 33 | 124 |
| mux2 | 4 | 45.0 |
| nor2 | 15 | 56.3 |
| xor2 | 5 | 43.8 |
| nand3 | 11 | 60.1 |
| inv | 6 | 22.5 |
| nor3 | 4 | 20.0 |
| buf | 24 | 171 |
| nand4 | 4 | 25.0 |
| mux2i | 6 | 60.1 |
| or3 | 4 | 25.0 |
| dfxtp | 39 | 781 |
| edfxtp | 25 | 751 |
| ha | 4 | 50.1 |
==> cell type report <==
type / count / area, um^2 / area share (%)
Inverter: 7 / 26.3 / 0.795
Multi-Input combinational cell: 179 / 1070 / 32.4
Timing Repair Buffer: 33 / 320 / 9.69
Clock inverter: 6 / 92.6 / 2.80
Clock buffer: 10 / 128 / 3.86
Sequential cell: 64 / 1530 / 46.3
Tap cell: 108 / 135 / 4.09
Power figures rest on the tool's default switching activity, not on a simulated workload.
