File: design/flow/run.sh
#!/bin/bash
# OpenROAD 26Q1-2900-gdf79404cd8, Yosys 0.63+post, stock flow scripts
make -C /OpenROAD-flow-scripts/flow DESIGN_CONFIG=/design/flow/config.mk WORK_HOME=/design/flow/orfs finish
File: design/flow/design.v
module tmds_std_enc (
    input  wire       clk,      
    input  wire       resetn,   
    input  wire       de,       
    input  wire       c0,       
    input  wire       c1,       
    input  wire [7:0] din,      
    output reg  [9:0] dout      
);
    function [3:0] N1;
        input [7:0] bits;
        integer i;
        begin
            N1 = 0;
            for (i = 0; i < 8; i = i + 1)
                N1 = N1 + bits[i];
        end
    endfunction
    function [3:0] N0;
        input [7:0] bits;
        integer i;
        begin
            N0 = 0;
            for (i = 0; i < 8; i = i + 1)
                N0 = N0 + !bits[i];
        end
    endfunction
    reg [8:0] q_m;                 
    reg [9:0] q_out, q_out_next;   
    reg signed [7:0] rd, rd_next;  
    reg [3:0] ones_qm, zeros_qm;   
    reg [9:0] dout_buf1, dout_buf2;
    always @(posedge clk) begin
        if (!resetn) begin
            q_out <= 10'b0;
            q_out_next <= 10'b0;
            rd <= 0;
            q_m <= 9'd0;
            ones_qm <= 4'd0;
            zeros_qm <= 4'd0;
            dout_buf1 <= 10'd0;
            dout_buf2 <= 10'd0;
            dout <= 10'd0;
        end else begin
            if (!de) begin
                case ({c1,c0})
                    2'b00: q_out <= 10'b1101010100;
                    2'b01: q_out <= 10'b0010101011;
                    2'b10: q_out <= 10'b0101010100;
                    2'b11: q_out <= 10'b1010101011;
                endcase
                rd <= 0;
            end else begin
                if ((N1(din) > 4) || ((N1(din) == 4) && (din[0] == 0))) begin
                    q_m[0] = din[0];
                    q_m[1] = ~(q_m[0] ^ din[1]);  
                    q_m[2] = ~(q_m[1] ^ din[2]);
                    q_m[3] = ~(q_m[2] ^ din[3]);
                    q_m[4] = ~(q_m[3] ^ din[4]);
                    q_m[5] = ~(q_m[4] ^ din[5]);
                    q_m[6] = ~(q_m[5] ^ din[6]);
                    q_m[7] = ~(q_m[6] ^ din[7]);
                    q_m[8] = 1'b0;  
                end else begin
                    q_m[0] = din[0];
                    q_m[1] = q_m[0] ^ din[1];
                    q_m[2] = q_m[1] ^ din[2];
                    q_m[3] = q_m[2] ^ din[3];
                    q_m[4] = q_m[3] ^ din[4];
                    q_m[5] = q_m[4] ^ din[5];
                    q_m[6] = q_m[5] ^ din[6];
                    q_m[7] = q_m[6] ^ din[7];
                    q_m[8] = 1'b1;
                end
                ones_qm = N1(q_m[7:0]);
                zeros_qm = N0(q_m[7:0]);
                if ((rd == 0) || (ones_qm == zeros_qm)) begin
                    q_out[9] <= ~q_m[8];
                    q_out[8] <=  q_m[8];
                    if (q_m[8])
                        q_out[7:0] <= q_m[7:0];
                    else
                        q_out[7:0] <= ~q_m[7:0];
                    if (q_m[8])
                        rd <= rd + (ones_qm - zeros_qm);
                    else
                        rd <= rd + (zeros_qm - ones_qm);
                end else if ( (rd > 0 && ones_qm > zeros_qm) ||
                              (rd < 0 && zeros_qm > ones_qm) ) begin
                    q_out[9] <= 1'b1;
                    q_out[8] <= q_m[8];
                    q_out[7:0] <= ~q_m[7:0];
                    if (q_m[8])
                        rd <= rd + (zeros_qm - ones_qm) + 2;  
                    else
                        rd <= rd + (zeros_qm - ones_qm);
                end else begin
                    q_out[9] <= 1'b0;
                    q_out[8] <= q_m[8];
                    q_out[7:0] <= q_m[7:0];
                    if (q_m[8])
                        rd <= rd + (ones_qm - zeros_qm);
                    else
                        rd <= rd + (ones_qm - zeros_qm) - 2;  
                end
            end  
            dout_buf1 <= q_out;
            dout_buf2 <= dout_buf1;
            dout <= dout_buf2;
        end  
    end  
endmodule
File: design/flow/config.mk
export PLATFORM = sky130hd
export DESIGN_NAME = tmds_std_enc
export DESIGN_NICKNAME = tmds_std_enc
export VERILOG_FILES = /design/flow/design.v
export SDC_FILE = /design/flow/constraint.sdc
export NUM_CORES = 4
export LEC_CHECK = 1
export CORE_UTILIZATION = 40
File: design/flow/constraint.sdc
current_design tmds_std_enc

set clk_period 9.7
set clk_io_pct 0.2

create_clock -name clk0 -period $clk_period [get_ports {clk}]

set non_clock_inputs [all_inputs -no_clocks]
set_input_delay [expr $clk_period * $clk_io_pct] -clock clk0 $non_clock_inputs
set_output_delay [expr $clk_period * $clk_io_pct] -clock clk0 [all_outputs]
==> results.yml <==
# generated from flow reports
finish:
  final_area_um2: 5260
  instances_no_fill: 663
  final_util_pct: 53.81
  fillers: 869
  drive_gt1_share_pct: 26.23
  syn_to_final_growth_pct: 30.15
timing:
  hold_viol_final: 0
  setup_viol_count_final: 0
  period_used_pct: 95.79
  fin_setup_tns_ns: 0
  rsz0062_at_grt: "no"
  tightest_slew_ns: 0.4906
  worst_slack_ns: 0.4087
  timing.slew.headroom_pct: 67.04
  timing.hold.ws_ns: 0.4308
  slew_viol_final: 0
  clock_skew_ns: 0.007070
  period_minus_slack_ns: 9.291
  fmax_ghz: 0.1076
setup_path:
  path_common_cell: "fa_1"
  worstPathMaxFanout: 3
  arrival_ns: 9.52
  end_kind: "flop"
  required_ns: 9.93
  critical_path.max_stage_delay_ns: 0.54
  r2r-end: "rd[7]$_SDFF_PN0_"
  critPathBufInv: 8
  regToRegStartpoint: "rd[1]$_SDFF_PN0_"
  start_kind: "input pin"
  critical_path_class: "in2reg"
  critPathSlowestCell: "fa_2"
  critPathTopFamily: "adder cells"
  r2r_slack_ns: 7.16
  worst-r2r-cell-count: 13
clock_network:
  cts_tree: "yes"
  cts.clk_slew.worst_paths_ns: 0.09
  cts_buffers: 5
  cts_sinks: 48
  root_buffer: "clkbuf_8"
  clock_latency_ns: 0.30
  clockBufferDepth: 2
  cts_htree_levels: 2
  cts_hold_buf: 0
synthesis:
  numSynthFlops: 48
  synth.distinct_cells: 54
  topCellsByArea: "dfxtp_1, ha_1, fa_1"
  yosysTopAreaCell: "dfxtp_1"
  synth_top_area_share_pct: 23.78
  ys_warn_count: 1
  synth_seq_share_pct: 23.78
  synth_area_per_cell_um2: 9.227
  synth_chip_area_um2: 4041
  synthesis.area_um2: 4041
  ys_cells: 438
  yosys_most_used_dff: "dfxtp_1"
  synthesis.instances: 438
  async_flop_share_pct: 0
  synth-edff-count: 0
grt:
  antenna_found_initial: 0
  gr-total-overflow: 0
  gr-usage-met2_pct: 23.38
  grtUsageMet1_pct: 27.69
  grt_pass1_wl_um: 13120
  grt_pass1_vias: 2755
  track_usage_pct: 16.20
  gr-usage-met3_pct: 1.585
  busiest_layer: "met1"
  grt_max_degree: 40
die:
  initCoreUtil_pct: 41.35
  die_y_um: 102.5
  row_count: 36
  ios: 23
  die_w_um: 102.5
  chipArea_um2: 10510
  core_area_um2: 9774
route:
  viasPerCell: 4.588
  route.detailed.drc: 0
  antenna_cells: 0
  first_pass_iters: 4
  via_count: 3042
  wirelength_um: 7793
  drtIter0Drc: 96
  drtAntennaViolNets: 0
  wire_per_inst_um: 11.75
job:
  maxCapViolCount: 0
  warnings: 46
min_path:
  whs_path_depth: 1
  min-delay-start: "dout_buf1[9]$_SDFF_PN0_"
  min_to: "dout_buf2[9]$_SDFF_PN0_"
  hp-class: "reg2reg"
placement:
  place_hpwl_um: 6349
  place_congestion: 0.8985
  port_buffers: 22
  pre_cts_ws_ns: -0.6398
  place_area_um2: 4959
  dp_cells: 649
run_status:
  status: "completed"
[synthesized netlist by cell type, types with 7 or more instances]
cell      instances
dfxtp_1          48
nor3_1            7
xnor2_1          33
inv_1            71
and2_1           32
ha_1             55
o21bai_1          7
o21ai_0          16
nor2_1           16
a21oi_1          27
nor2b_1           8
fa_1             22
nand2_1          10
[how the worst max path moves through the flow]
| stage | slack (ns) | start | cells after the start | endpoint |
|---|---|---|---|---|
| 4_1_cts | 0.03 | din[1] | 33 | rd[7]$_SDFF_PN0_ |
| 5_1_grt | 0.009 | din[0] | 33 | rd[7]$_SDFF_PN0_ |
| 6_report | 0.41 | din[1] | 33 | rd[7]$_SDFF_PN0_ |
[layout make-up]
type	instances	area, um2	share of cell area, %
multi-input cells	307	2959	56.26
flip-flops and latches	48	960.9	18.27
repair buffers	95	765.7	14.56
inverters	72	270.3	5.138
well taps	133	166.4	3.164
clock buffers	5	68.82	1.308
clock inverters	3	68.82	1.308
[routing by layer]
layer / vias to the layer above / part of all wire (%)
li1: 1615 / -
met1: 1382 / 53
met2: 45 / 44
met3: 0 / 3.0
met4: 0 / 0
met5: - / 0
[cells in the final DEF, fill, tap and decap left out, types with 5 or more instances in the layout]
master / count
clkbuf_8: 5
nor2b_1: 7
xor2_1: 6
a31oi_1: 5
clkdlybuf4s50_1: 18
dfxtp_1: 48
nand2_1: 10
o21ai_0: 14
buf_4: 72
xnor2_2: 8
a21oi_1: 20
a21oi_2: 7
a21o_1: 6
inv_2: 7
fa_1: 17
nor3_1: 6
fa_2: 5
nor2_1: 16
ha_1: 45
inv_1: 65
ha_4: 6
o21ai_1: 6
xnor2_1: 27
and2_1: 32
o21bai_1: 7
[flip-flops by register name, indices dropped and copies added, names as in the netlist]
register / flops
dout: 10
dout_buf2: 10
rd: 8
dout_buf1: 10
q_out: 10
[logic make-up (layout without fill, tap and decap cells)]
logic type                 after synthesis  count (layout)  share of synthesized area [%]
buffers and inverters                   83             175                          8.235
and+or+nand+nor                         93              93                          12.79
DFF                                     48              48                          23.78
AOI/OAI and AO/OA                       89              89                          14.74
xor gates and xnor gates                45              45                          11.70
adders and majority gates               77              77                          27.93
muxes                                    3               3                         0.8359
[timing repair]
| item | 4_1_cts | 5_1_grt |
|---|---|---|
| pin swaps | 39 | 20 |
| setup endpoints to repair | 5 | 6 |
| resized | 34 | 10 |
| buffers inserted | 5 | 1 |
