## config.mk

```make
export PLATFORM = sky130hd
export DESIGN_NAME = ula_my
export DESIGN_NICKNAME = ula_my
export VERILOG_FILES = /design/flow/design.v
export SDC_FILE = /design/flow/constraint.sdc
export NUM_CORES = 4
export LEC_CHECK = 1
export CORE_AREA = 10 10 105 105
export DIE_AREA = 0 0 115 115
```

## constraint.sdc

```tcl
current_design ula_my

set clk_period 2.7
set clk_io_pct 0.2

create_clock -name clk0 -period $clk_period [get_ports {clk}]

set non_clock_inputs [all_inputs -no_clocks]
set_input_delay [expr $clk_period * $clk_io_pct] -clock clk0 $non_clock_inputs
set_output_delay [expr $clk_period * $clk_io_pct] -clock clk0 [all_outputs]
```

## design.v

```verilog
module ula_my (
    input  clk,
    input  resetn,
    output reg busy,            
    output reg [7:0] h_count,   
    output reg [7:0] v_count    
);
    parameter H_TOTAL   = 448;    
    parameter H_SYNC    = 84;     
    parameter H_BORDER  = 108;    
    parameter H_VIDEO   = 256;    
    parameter V_TOTAL   = 312;    
    parameter V_SYNC    = 4;
    parameter V_BORDER  = 56;
    parameter V_VIDEO   = 192;
    reg [8:0] h_cnt = 0;
    reg [8:0] v_cnt = 0;
    always @(posedge clk or negedge resetn) begin
        if (!resetn) begin
            h_cnt <= 0;
            v_cnt <= 0;
        end else if (h_cnt == H_TOTAL-1) begin
            h_cnt <= 0;
            v_cnt <= (v_cnt == V_TOTAL-1) ? 0 : v_cnt + 1;
        end else begin
            h_cnt <= h_cnt + 1;
        end
    end
    localparam H_START = H_SYNC + (H_BORDER/2);
    localparam H_END   = H_START + H_VIDEO;
    localparam V_START = V_SYNC + (V_BORDER/2);
    localparam V_END   = V_START + V_VIDEO;
    wire video_active_h = (h_cnt >= H_START) && (h_cnt < H_END);
    wire video_active_v = (v_cnt >= V_START) && (v_cnt < V_END);
    always @(posedge clk or negedge resetn) begin
        if (!resetn) begin
            h_count <= 0;
            v_count <= 0;
            busy    <= 0;
        end else begin
            if (video_active_h) begin
                h_count <= h_cnt - H_START;    
            end else if (h_cnt == 0) begin
                h_count <= 0;  
            end
            if (video_active_v) begin
                v_count <= v_cnt - V_START;    
            end else if (v_cnt == 0) begin
                v_count <= 0;
            end
            busy <= video_active_h && video_active_v;
        end
    end
endmodule
```

## run.sh

```bash
#!/bin/bash
# OpenROAD 26Q1-2900-gdf79404cd8, Yosys 0.63+post, stock flow scripts
make -C /OpenROAD-flow-scripts/flow DESIGN_CONFIG=/design/flow/config.mk WORK_HOME=/design/flow/orfs finish
```

==> results.json <==
{
  "status": "complete, no violations",
  "period_used_share": 0.710,
  "cts_buffers": 5,
  "drtAntennaViolNets": 0,
  "ff_type": "dfrtp_1",
  "drv_cap": 0,
  "power_uw": 912,
  "h-tree-depth": 2,
  "hpwlAfterDp_um": 2670,
  "r2r-start": "h_cnt[2]",
  "pre_cts_ws_ps": 760,
  "seqCellArea_um2": 876,
  "layout_min_cycle_time_ps": 1920,
  "power_leakage_uw": 0.000877,
  "drt-initial-drc-count": 62,
  "path_class": "flop to flop",
  "r2r_setup_slack_ps": 780,
  "fp_util": 0.211,
  "cts_setup_buffers": 0,
  "cp.arrival_ps": 2080,
  "routed_wl_um": 3670,
  "skew_ps": 5.85,
  "setup_slack_ps": 782,
  "insertion_delay_ps": 290,
  "die_y_um": 115,
  "ctsHoldBuffers": 0,
  "max_freq_mhz": 521,
  "grt_max_degree": 36,
  "final_cell_mix": "35 x dfrtp_1, 18 x clkdlybuf4s50_1, 11 x inv_1",
  "placedCellCount": 293,
  "chip_area_um2": 13200,
  "syn_area_um2": 1850,
  "cts-root-buf": "clkbuf_8",
  "cts_sinks": 35,
  "max_slew_margin": 0.559,
  "layout.cells.most_common": "dfrtp_1",
  "core_um2": 8760,
  "dpl_cell_area_um2": 2100,
  "synth_top_area_share": 0.473,
  "setup-violations-final": 0,
  "antenna_cells": 0,
  "viasPerCell": 4.35,
  "dr.pass1.iters": 6,
  "die_w_um": 115,
  "hold_class": "flop to flop",
  "ys_ff": 35,
  "rows": 34,
  "cp_max_fo": 8,
  "synth_cell_types": 44,
  "cts_max_path_buffers": 2,
  "largest_area_cell": "dfrtp_1",
  "min-delay-start": "h_count[0]",
  "routedWlPerCell_um": 12.2,
  "design_area_um2": 2190,
  "grt_usage": 0.0592,
  "critPathLaunch": "h_cnt[2]",
  "num_vias": 1309,
  "yosys_warnings": 1,
  "synth_seq_share": 0.473,
  "stdcell_count": 301,
  "layout-drive-gt1-share": 0.0881,
  "ioPinCount": 19,
  "overflow": 0,
  "cts_tree": "built",
  "ctsResizeCount": 0,
  "crit_path_end_kind": "flop",
  "edf_count": 0,
  "ir_drop_v": 0.000342,
  "power_density_nw_per_um2": 416,
  "ys_area_um2": 1850,
  "grt_pass1_wl_um": 6620,
  "comb_area_um2": 865,
  "postSynthCellCount": 176,
  "warnings": 30,
  "critPathLaunchType": "flop",
  "drv_slew": 0,
  "worst_pin_slew_ps": 658,
  "grt_setup_unrepaired": "no",
  "ys_cells": 176,
  "antenna_found_initial": 0,
  "first_global_vias": 1285,
  "drc": 0,
  "critPathRequiredTime_ps": 2860,
  "clkTransAtPathRegs_ps": 70,
  "async_reset_ff_frac": 1.00,
  "area_leaders": "dfrtp_1 47%, ha_1 6.1%, a22o_1 3.3%, o2bb2ai_1 3.3%, xnor2_1 2.8%",
  "syn_avg_cell_area_um2": 10.5,
  "io_buffers": 18,
  "gp_congestion": 0.779,
  "area_delta_synth_final_pct": 18.4,
  "tns_ps": 0,
  "hold_viol_final": 0,
  "n_fill_cell": 927
}
[metal layers]
metal  vias to the layer above  wire length (µm)  track usage
met1                       620              1750       0.0850
met3                         6               133       0.0111
met5                         -                 0            0
li1                        662                 -            -
met2                        21              1700       0.0923
met4                         0                90       0.0116
[report_power, final]
part           total, µW  switching (µW)  leakage, µW  internal (µW)
clock                376             197    0.0000402            179
sequential           524               0     0.000479            524
combinational       12.1            9.93     0.000358           2.21
total                912             207     0.000877            705
[cell type report]
| cell class | instances | area share |
|---|---|---|
| flip-flops and latches | 35 | 0.399 |
| multi-input cells | 120 | 0.394 |
| repair buffers | 19 | 0.0856 |
| well taps | 108 | 0.0616 |
| clock buffers | 5 | 0.0314 |
| inverters | 11 | 0.0188 |
| clock inverters | 3 | 0.00913 |
[logic make-up after synthesis]
| logic type | count (synthesis) | synth area share |
|---|---|---|
| AOI/OAI and AO/OA | 39 | 0.163 |
| and+or+nand+nor | 59 | 0.180 |
| adders and majority gates | 9 | 0.0608 |
| DFF | 35 | 0.473 |
| buffers and inverters | 21 | 0.0608 |
| xor gates and xnor gates | 12 | 0.0567 |
| muxes | 1 | 0.00608 |
[Yosys cell counts, types with 3 or more instances]
cell type	instances
dfrtp_1	35
inv_1	11
nand2_1	10
ha_1	9
nand3_1	9
nand4_1	8
nor2_1	8
a21oi_1	7
a22o_1	7
o21ai_0	7
o2bb2ai_1	7
xnor2_1	6
xor2_1	6
and2_1	4
buf_6	3
nor2b_1	3
nor3_1	3
[worst max-delay path: stages (launching register included)]
cell	delay, ps
dfrtp_1	470
inv_1	70
ha_1	220
and2b_1	290
o21ai_2	130
a211oi_4	480
o2bb2ai_1	140
[state kept, by name, summed over array words and instances, names as in the netlist]
name and flops:
h_cnt 9, v_cnt 9, h_count 8, v_count 8, busy 1
[through the flow]
step,utilization,hold WS [ps]
2_1_floorplan,-,244
3_3_place_gp,0.240,478
3_5_place_dp,0.240,478
4_1_cts,0.250,498
5_1_grt,0.250,511
6_report,0.250,488
[path summary, 6_finish.rpt]
check | endpoint | cells past startpoint
worst max-delay path | h_count[2] | 6
worst min-delay path | h_count[0] | 1
worst max register to register | h_count[2] | 6
worst min register to register | h_count[0] | 1
max in group asynchronous | v_cnt[5] | 2
min in group asynchronous | h_count[2] | 2
Power figures rest on the tool's default switching activity, not on a simulated workload.
